==> flow/run.sh <==
#!/bin/bash
# OpenROAD 26Q1-2900-gdf79404cd8, Yosys 0.63+post, stock flow scripts
make -C /OpenROAD-flow-scripts/flow DESIGN_CONFIG=/design/flow/config.mk WORK_HOME=/design/flow/orfs finish
==> flow/config.mk <==
export PLATFORM = sky130hd
export DESIGN_NAME = Disp2cNum
export DESIGN_NICKNAME = Disp2cNum
export VERILOG_FILES = /design/flow/design.v
export SDC_FILE = /design/flow/constraint.sdc
export NUM_CORES = 4
export LEC_CHECK = 1
export CORE_AREA = 10 10 76 76
export DIE_AREA = 0 0 86 86
==> flow/constraint.sdc <==
current_design Disp2cNum

set clk_period 8.4
set clk_io_pct 0.2

create_clock -name clk0 -period $clk_period

set non_clock_inputs [all_inputs -no_clocks]
set_input_delay [expr $clk_period * $clk_io_pct] -clock clk0 $non_clock_inputs
set_output_delay [expr $clk_period * $clk_io_pct] -clock clk0 [all_outputs]
==> flow/design.v <==
module SSeg(input [3:0] bin, input neg, input enable, output reg [6:0] segs);
	always @(*)
		if (enable) begin
			if (neg) segs = 7'b011_1111;
			else begin
				case (bin)
					0: segs = 7'b100_0000;
					1: segs = 7'b111_1001;
					2: segs = 7'b010_0100;
					3: segs = 7'b011_0000;
					4: segs = 7'b001_1001;
					5: segs = 7'b001_0010;
					6: segs = 7'b000_0010;
					7: segs = 7'b111_1000;
					8: segs = 7'b000_0000;
					9: segs = 7'b001_1000;
					10: segs = 7'b000_1000;
					11: segs = 7'b000_0011;
					12: segs = 7'b100_0110;
					13: segs = 7'b010_0001;
					14: segs = 7'b000_0110;
					15: segs = 7'b000_1110;
				endcase
			end
		end
		else segs = 7'b111_1111;
endmodule
module Debounce(input clock, input source, output reg debounced);
    parameter COUNT_LIMIT =   4;     
    wire synced;  
    reg previous_val;
    reg [20:0] count;
	 initial count <= 0;
    Synchroniser sync(clock,source,synced); 
    always @(posedge clock)
    begin
        if (synced!=previous_val)            
        begin
            count <= 0;
        end
        else if (count == COUNT_LIMIT)       
        begin
            debounced<=synced;
            count <= 0;
        end
        else
        begin
            count <= count + 21'b1;              
        end
        previous_val<=synced;                    
    end
endmodule
module Disp2cNum(input signed [7:0] x, input enable, output [6:0] H0, H1, H2, H3);
	wire neg = (x < 0);
	wire [7:0] ux = neg ? -x : x;
	wire[7:0] xo0, xo1, xo2, xo3;
	wire eno0, eno1, eno2, eno3;
	DispDec dd0(ux, neg, enable, xo0, eno0, H0);
	DispDec dd1(xo0, neg, eno0, xo1, eno1, H1);
	DispDec dd2(xo1, neg, eno1, xo2, eno2, H2);
	DispDec dd3(xo2, neg, eno2, xo3, eno3, H3);
endmodule
module DispDec(input signed [7:0] x, input neg, enable, output reg [7:0] xo, output reg eno, output [6:0] segs);
	wire [3:0] digit;
	wire n = (x==0 & neg) ? 1'b1:1'b0;
	SSeg converter(digit, n, enable, segs);
	assign digit = x % 10;
	always @(*) begin
	 xo = x/10;
	 case (neg)
		0: eno = (x/10 == 0) ? 1'd0 : 1'd1;
		1: eno = (x == 0) ? 1'd0 : 1'd1;
	endcase
	end
endmodule
module DispHex(input [7:0] x, output [6:0] H4, H5);
	SSeg sseg_1(x[3:0], 1'b0, 1'b1, H4);
	SSeg sseg_2(x[7:4], 1'b0, 1'b1, H5);
endmodule
module Synchroniser(input clk, Synch_x, output Synch_y);
	wire in_between;
	wire exit;
	flip_flop first(Synch_x, clk, in_between);
	flip_flop second(in_between, clk, exit);
	assign Synch_y = exit;
endmodule
module flip_flop(input D, input clk, output reg Q);
	always @(posedge clk) begin
		Q = D;
	end
endmodule
module DetectFallingEdge(input clk, btn_sync, output fallen);
	reg  btn_sync_old;
	always @(posedge clk)
			btn_sync_old <= btn_sync;
	assign fallen = (!btn_sync && btn_sync_old);
endmodule
==> impl_metrics.env <==
# physical design summary
export IMPL_drc=0
export IMPL_gp_congestion=0.9462
export IMPL_rsz0062_at_grt="no"
export IMPL_routedWlPerCell_um=14.37
export IMPL_finalCriticalPeriod_ns=8.088
export IMPL_slowest_delay_ns=0.41
export IMPL_cp_required_ns=6.72
export IMPL_whs_ns=4.355
export IMPL_via_per_inst=5.811
export IMPL_log_warning_count=44
export IMPL_grt_total_usage_pct=14.65
export IMPL_syn_cell_area_mm2=0.002001
export IMPL_fillCellCount=387
export IMPL_dp_cells=384
export IMPL_rows=23
export IMPL_slowest_stage="clkdlybuf4s50_1"
export IMPL_ys_sh_adder_pct=14.88
export IMPL_gr_total_overflow=0
export IMPL_hpwlAfterDp_um=4403
export IMPL_fin_tns_setup_ns=0
export IMPL_clock_buffers=0
export IMPL_crit_top_cell="clkdlybuf4s50_1"
export IMPL_drive_above_1_share_pct=13.99
export IMPL_ys_sh_xor_pct=2.564
export IMPL_power_density_mw_per_mm2=128.1
export IMPL_tightest_slew_ns=0.7037
export IMPL_worstPathArrival_ns=6.41
export IMPL_fp_utilization_pct=48.62
export IMPL_die_area_mm2=0.007396
export IMPL_yosys_area_share_simple_pct=30.27
export IMPL_ant_nets=0
export IMPL_syn_area_per_cell_um2=6.691
export IMPL_worst_path_max_fanout=13
export IMPL_drtIter0Drc=138
export IMPL_synthDistinctLibCells=73
export IMPL_final_hold_viol_count=0
export IMPL_met3_length_um=571
export IMPL_synthCells=299
export IMPL_ios=37
export IMPL_top_layer="met4"
export IMPL_portBuffers=31
export IMPL_cp_start_kind="input port"
export IMPL_ys_cells=299
export IMPL_leakage_nw=1.059
export IMPL_final_instance_count_excl_fill=386
export IMPL_regArea_um2=0
export IMPL_endpoint_kind="output pin"
export IMPL_yosys_area_mm2=0.002001
export IMPL_slew_headroom_pct=52.59
export IMPL_fmax_mhz=123.6
export IMPL_worst_path_buf_inv=6
export IMPL_min_delay_path_class="input port to output pin"
export IMPL_finalSetupViolCount=0
export IMPL_worst_setup_path_type="input port to output pin"
export IMPL_post_route_period_util_pct=96.28
export IMPL_critPathTopFamily="simple AND/OR/NAND/NOR gates"
export IMPL_grt_pass1_vias=2047
export IMPL_status="finished, final reports clean"
export IMPL_first_pass_iters=4
export IMPL_vias=2243
export IMPL_antenna_found_initial=0
export IMPL_coreArea_mm2=0.004115
export IMPL_synth_area_mux_share_pct=5.066
export IMPL_seq_cell_count=0
export IMPL_insertedDiodeCount=0
export IMPL_yosysWarnings=2
export IMPL_power_mw=0.3161
export IMPL_wl_met2_um=2342
export IMPL_die_y_um=86
export IMPL_grt_first_pass_wirelength_um=9522
export IMPL_most_common_layout_cells="nand2_1 (34), clkdlybuf4s50_1 (30), nor2_1 (22)"
export IMPL_area_growth_pct=23.33
export IMPL_grt_max_degree=14
export IMPL_worstPathCellList="clkdlybuf4s50_1, buf_4, nor3_4, clkbuf_2, a31oi_2, a21boi_4, or3_1, nand3_2, inv_4, o22a_1, and3_1, and2_1, a22o_1, ha_1, nand2_1, o21a_1, inv_1, ha_2, nor3b_1, a21oi_1, a31o_1, clkdlybuf4s50_1"
export IMPL_met1Wirelength_um=2564
export IMPL_ir_drop_mv=0.08625
export IMPL_die_w_um=86
export IMPL_drv_cap=0
export IMPL_yosys_stat_seqShare_pct=0
export IMPL_synthAoiAreaFrac_pct=37.27
export IMPL_lay_top_count="nand2_1"
export IMPL_synthTopLogicFamily="AND-OR/OR-AND gates"
export IMPL_wirelength_um=5548
export IMPL_drv_slew=0
-- metal layers --
layer,vias to the layer above,GRT usage (%)
li1,1170,-
met4,0,2.545
met3,6,3.718
met5,-,0
met1,984,19.74
met2,83,23.12
-- path summary, 6_finish.rpt --
kind    from     to  slack [ns]  cells past startpoint
max     x[0]  H0[3]        0.31                     22
min   enable  H0[6]        4.35                      3
-- synth_stat cells (4+ instances only) --
cell	n	area [µm²]
o21ai_1	5	25.02
ha_1	23	287.8
nand3_1	8	40.04
nor3_1	6	30.03
a21oi_1	20	100.1
buf_6	5	56.30
a31oi_1	4	25.02
nand2b_1	6	37.54
nor2b_1	5	31.28
mux2i_1	9	90.09
a21o_1	5	37.54
nand2_1	34	127.6
clkbuf_1	8	30.03
o21ai_0	14	70.07
nand4_1	4	25.02
o21a_1	7	52.55
nor2_1	24	90.09
a211o_1	6	52.55
or3_1	5	31.28
inv_1	20	75.07
-- metrics by stage --
stage	instance area [µm²]	util (%)	worst slack [ns]
6_report	2467	59.96	0.3122
5_1_grt	2467	59.96	0.01196
4_1_cts	2400	58.32	0.1398
3_5_place_dp	2400	58.32	0.1617
3_3_place_gp	2400	58.32	0.1630
2_1_floorplan	2023	-	1.087
-- cell families after synthesis --
kind of cell / count (synthesis)
compound gates: 104
fa+ha+maj: 24
simple gates: 115
buf+inv: 39
xor+xnor: 5
other cells: 2
mux: 10
-- power by group --
group	internal (mW)	leakage [nW]	switching (mW)
Clock	0	0	0
Sequential	0	0	0
Combinational	0.163	1.06	0.153
-- worst min-delay path: stages --
cell,delay [ns]
clkdlybuf4s50_1,0.44
o311ai_1,0.09
clkdlybuf4s50_1,0.47
-- repair_timing --
action                                  CTS  global route
endpoints found under the setup margin    0             4
gates resized                             0            15
setup buffers                             0             2
hold buffers                              0             0
-- final cells by class --
class	instances	area (µm²)	share of cell area, %
Inverter	22	85.08	3.448
Tap cell	50	62.56	2.535
Multi-Input combinational cell	266	1882	76.27
Timing Repair Buffer	48	437.9	17.75
Power is estimated from default activity; no workload was simulated.
